--- flow/run.sh ---
#!/bin/bash
# OpenROAD 26Q1-2900-gdf79404cd8, Yosys 0.63+post, stock flow scripts
make -C /OpenROAD-flow-scripts/flow DESIGN_CONFIG=/design/flow/config.mk WORK_HOME=/design/flow/orfs finish
--- flow/config.mk ---
export PLATFORM = sky130hd
export DESIGN_NAME = seg
export DESIGN_NICKNAME = seg
export VERILOG_FILES = /design/flow/design.v
export SDC_FILE = /design/flow/constraint.sdc
export NUM_CORES = 4
export LEC_CHECK = 1
export CORE_AREA = 10 10 70 70
export DIE_AREA = 0 0 80 80
--- flow/constraint.sdc ---
current_design seg

set clk_period 1.2
set clk_io_pct 0.2

create_clock -name clk0 -period $clk_period

set non_clock_inputs [all_inputs -no_clocks]
set_input_delay [expr $clk_period * $clk_io_pct] -clock clk0 $non_clock_inputs
set_output_delay [expr $clk_period * $clk_io_pct] -clock clk0 [all_outputs]
--- flow/design.v ---
`timescale 1ns / 1ps
module seg(
    input w, x, y, z,
    output a, b, c, d, e, f, g, dp, digit
    );
    assign a = (~x & ~z) | (~w & y) | (~w & x & z) | (w & ~z) | (x & y) | (w & ~x & ~y);
    assign b = (~w & ~x) | ( ~w & ~y & ~z) | (~w & y & z) | (w & ~y & z) | (~x & ~z);
    assign c = (~w & ~y) | (~w & z) | (~w & x) | (~y & z) | (w & ~x);
    assign d = (~w & ~x & ~z) | (~w & ~x & y) | (x & ~y & z) | (x & y & ~z) | (w & ~y & ~z) | (~x & y & z);
    assign e = (~x & ~z) | (y & ~z) | (w & x) | (w & y);
    assign f = (~y & ~z) | (x & ~z) | (~w & x & ~y) | (w & y) | (w & ~x);
    assign g = (~x & y) | (~w & x & ~y) | (y & ~z) | (w & z) | (w & ~x);
    assign dp = 1;
    assign digit = a | b | c | d | e | f | g | dp;
endmodule
==> changes_impl.md <==
### Changed

- Post-DP Area: between 400 and 500 um^2
- Detailed-route via count: 322
- Hold path startpoint: z
- Worst hold stages: 3
- Post-synthesis cell count: 34
- Die Width: about 80 um
- Seq. cell area: 0 um^2
- Pre-antenna DRT Iters: 4
- Yosys top cell by area: buf_4
- Synthesized area: around 280 um^2
- Critical Path End Type: output pin
- Synthesis-to-layout area growth: 110.8%
- Max-area cell share: 0.1076
- Final worst slack: -0.07207 ns
- Outcome: complete, but fails checks
- Final Hold Vio Count: 0
- WHS: roughly 0.75 ns
- Clock buf count: 0
- Leak: around 0.25 nW
- Avg Synthesized Cell Area: roughly 8 um^2
- Worst Path Required: between 0.9 and 1 ns
- CP Cell Sequence: buf_8 -> buf_6 -> buf_6 -> nor3b_4 -> buf_4 -> o2bb2ai_2 -> buf_2
- Dpl ws: -0.9445 ns
- Detailed Route WL: roughly 950 um
- DP Cell Count: just over 90
- Worst-path fanout max: 5
- Setup total negative slack: -0.4349 ns
- Diodes inserted: 0
- Unique cell types: 24
- Most frequent CP cell: buf_6
- Core Region: 3416 um^2
- Total internal power: between 0.1 and 0.15 mW
- Yosys top cell by instances: buf_4
- Final period utilization: 1.060
- Share of layout cells above drive strength 1: 0.7679
- Die Height: approximately 80 um
- Failing checks: negative setup slack
- Crit path launch: y
- Setup Viol. Count Final: 7
- Final Max-Slew Violation Tally: 0
- Startpoint Class: input port
- Initial antenna violation count: 0
- RSZ-0062 raised after global routing: true
- WL/cell: 9.275 um
- Number of global-route vias before repair: about 300
- Remaining DRCs: 0
- Post-CTS Hold Fix Bufs: 0
- Max_cap viols: 0
- Syn. warnings: 0
- Critical path's largest stage delay: 0.17 ns
- Cell area leaders: buf_4, and4b_2, buf_6
- Sw frac: 0.3880
- Number of standard cells reported by yosys: 34
- Worst hold path type: in -> out
- First-pass GRT wire length: roughly 1500 um
- Drt initial violations: 17
- Comb power frac: 1.000
- P per Cell Area: 302.2 nW/um^2
- Crit path kind: in -> out
- Std cell rows: 21
- Switch Pwr: a little under 0.07 mW
- Min cycle time layout: 1.272 ns
- WP data arrival: 1.03 ns
- Seq Cell Count: 0
- Grt total ovfl: 0
- Init Core Util: 0.08169
- Cell area after layout: between 500 and 600 um^2
- Antenna-violating nets left: 0
- Share of power burned in registers: 0
- Clock power frac: 0
- OpenROAD warning count: 34
- Fmax: around 0.8 GHz
- Cell with the largest stage delay on the worst path: nor3b_4
- Yosys synthesis chip area: between 200 and 300 um^2
- Final GP Congestion: slightly above 0.6
- Vias per cell: about 3.2
- I/O Buffers: 11
- All-layer global routing usage: 0.02817
- Peak supply drop: about 0.037 mV
- Register area share after synthesis: 0
- Chip footprint: 6400 um^2
- IO Count: 13
- Largest net degree at the start of global routing: 12
- Non-filler instance count after layout: between 100 and 150
## kinds of logic (layout without fill, tap and decap cells)
| group | after synthesis | after routing | share of synthesized area |
|---|---|---|---|
| xor+xnor | 1 | 1 | 0.03140 |
| buf+inv | 8 | 29 | 0.2153 |
| simple gates | 15 | 15 | 0.4843 |
| other cells | 1 | 2 | 0.01344 |
| compound gates | 9 | 9 | 0.2556 |
## cells in the final DEF (no fill, tap or decap), types with 2 or more instances in the layout
master and n:
a311oi_2 2, inv_1 2, buf_4 7, and4b_2 2, nor3b_4 2, a211oi_2 2, conb_1 2, buf_2 9
buf_6 9, buf_8 2
## worst paths after layout
kind              slack [ns]  end
hold / removal          0.75    e
setup / recovery       -0.07    b
## power groups by stage
stage | Combinational (mW) | Clock (mW) | Sequential (mW)
CTS | 0.167 | 0 | 0
global route | 0.193 | 0 | 0
finish | 0.178 | 0 | 0
## critical path: cells and delay by family
kind	cells	cell delay, ns
and+or+nand+nor	1	0.17
AOI/OAI and AO/OA	1	0.04
buffers and inverters	5	0.58
## stage by stage
step | util | total power, mW
4_1_cts | 0.1630 | 0.1671
3_5_place_dp | 0.1319 | 0.1361
5_1_grt | 0.1722 | 0.1929
3_3_place_gp | 0.1319 | 0.1345
6_report | 0.1722 | 0.1777
2_1_floorplan | - | 0.06555
## layer usage
metal | GRT usage | part of all wire
met5 | 0 | 0
met1 | 0.03823 | 0.46
met2 | 0.05056 | 0.52
met4 | 0 | 0
met3 | 0.001136 | 0.017
## timing repair
action,CTS,global route
pin swaps,10,5
gates cloned,3,0
endpoints found under the setup margin,7,7
buffers inserted,5,1
gates resized,65,5
## final cells by class
| class | count | area, um^2 |
|---|---|---|
| inverter | 2 | 7.507 |
| tap | 46 | 57.56 |
| fill | 387 | 2828 |
| multi-input combinational | 27 | 294.0 |
| timing repair buffer | 27 | 229.0 |
Power figures rest on the tool's default switching activity, not on a simulated workload.
