<file path="design/flow/run.sh">
#!/bin/bash
# OpenROAD 26Q1-2900-gdf79404cd8, Yosys 0.63+post, stock flow scripts
make -C /OpenROAD-flow-scripts/flow DESIGN_CONFIG=/design/flow/config.mk WORK_HOME=/design/flow/orfs finish
</file>
<file path="design/flow/constraint.sdc">
current_design decade2421

set clk_period 1.3
set clk_io_pct 0.2

create_clock -name clk0 -period $clk_period [get_ports {clk}]

set non_clock_inputs [all_inputs -no_clocks]
set_input_delay [expr $clk_period * $clk_io_pct] -clock clk0 $non_clock_inputs
set_output_delay [expr $clk_period * $clk_io_pct] -clock clk0 [all_outputs]
</file>
<file path="design/flow/config.mk">
export PLATFORM = sky130hd
export DESIGN_NAME = decade2421
export DESIGN_NICKNAME = decade2421
export VERILOG_FILES = /design/flow/design.v
export SDC_FILE = /design/flow/constraint.sdc
export NUM_CORES = 4
export LEC_CHECK = 1
export CORE_AREA = 10 10 70 70
export DIE_AREA = 0 0 80 80
</file>
<file path="design/flow/design.v">
`timescale 1ns / 1ps
module decade2421(
    input clk, reset, x,
    output reg z,
    output reg [3:0] state
    );
    initial begin
        z <= 1'b0;
        state <= 4'b0000;
    end
    always @(posedge clk) begin
        if (reset == 1'b1) begin
            state <= 4'b0000;
            z <= 1'b0;
        end
        else if (x == 1'b1 && state == 4'b0100) begin
                    state <= 4'b1011;
                    z <= 1'b0;
                end
        else if (x == 1'b1 && state == 4'b1111) begin
            state <= 4'b0000;
            z <= 1'b1;
        end
        else if (x == 1'b1) begin
                state <= state + 1;
                z <= 1'b0;
        end
    end
endmodule
</file>
==> qor.txt <==
Status: finished clean
Number of warnings printed during yosys synthesis: 1
Setup crit end kind: flop
Largest stage delay on the critical path: 0.38 ns
Layout cell share with drive strength beyond 1: 42.2%
Critical setup path kind: reg2reg
Synthesized area: 270 sq um
Post-synthesis cell type count: 18
Root buffer selected by CTS: sky130_fd_sc_hd__clkbuf_4
CTS Buffer Depth: 2
Placer's final routability congestion estimate: 0.711
Crit-path slowest cell: sky130_fd_sc_hd__or3_1
Final max-slew violation count: 0
Clock transition at the register clock pins on the worst setup and hold paths after CTS: 0.04 ns
Die ar.: 6400 sq um
Critical path capture point: state[3]
Family of cells with the greatest summed delay on the critical path: simple AND/OR/NAND/NOR gates
Reg-to-Reg End: state[3]
Overflow left after global routing: 0
H-tree Lvls: 1
Placed Cells incl. Taps: 86
Site row count: 21
Start point of the worst min-delay path: z
TritonCTS Buffers: 3
DRC Markers: 0
Maximum number of pins on one net before global-route repair: 7
Warning total across the stage logs: 26
Antenna Violating Nets Remaining: 0
Most common cell after layout, fill and taps aside: sky130_fd_sc_hd__buf_4
Buf/Inv on CP: 1
Cell breakdown of the critical path: inv_4, ha_4, a21oi_1, or3_1, a21oi_2
Shortest period the worst path allows: 1.20 ns
Number of hold violations in the final report: 0
Reported leakage power: 0.207 nW
Hold Buf Count CTS: 0
Number of global-route vias before repair: 280
P per Cell Area: 835 nW/um^2
X dimension of the die: 80 microns
Net Switching: 0.0000983 W
Transition at the pin with the smallest max-transition slack: 0.340 ns
Switching share of power: 24.4%
Synth Instances: 31
Post-route clock period utilization: 92.6%
Final setup skew: 0.000546 ns
Via count: 279
Io pins: 8
Number of DRC markers after the initial detailed-route iteration: 6
Top logic cells by instance count in the layout: sky130_fd_sc_hd__buf_4 (4), sky130_fd_sc_hd__a21oi_1 (3), sky130_fd_sc_hd__clkbuf_4 (3), sky130_fd_sc_hd__dlygate4sd2_1 (3), sky130_fd_sc_hd__dfxtp_4 (3)
Share of total power in combinational logic: 13.7%
Count of input and output buffers: 7
Non-filler cells, final: 91
Vertical extent of the die: 80 microns
DP Worst Slack: -0.0949 ns
Proportion of power drawn by flip-flops and latches: 41.2%
Final hold slack: 0.556 ns
Unrepaired setup endpoints after global routing: false
Global-route wire length before repair: 1.26 mm
Area Overhead vs Synth: 78.2%
Core Region: 3420 sq um
Min setup slack post-route: 0.0957 ns
Fraction of power consumed by the clock network: 45.1%
Latest clock arrival within the worst-skew pair: 0.24 ns
Max Clk Rate: 0.830 GHz
# clock sinks: 5
Maximum ir drop on the vdd rail: 0.434 mV
Mean Syn Cell Area: 8.72 sq um
Total iterations of the first detailed-routing run: 2
TritonCTS clock tree: done
Detailed-route vias per instance: 3.07
Synth flops: 5
Worst Reg-to-Reg Cells: 5
Req. time, crit path: 1.47 ns
Number of antenna violations at the first check in global routing: 0
Arr. time, crit path: 1.37 ns
Reg2reg start: state[0]
Starting Density: 7.91%
Final design utilization: 14.1%
Relative slew slack: 77.3%
Final tally of setup violations: 0
CP Max Fanout: 6
Mean routed wirelength per cell: 8.48 microns
Timing startpoint of the critical path: state[0]
HP Class: reg2reg
Cell count listed in synth_stat.txt: 31
Reg-to-reg slack, setup: 0.1 ns
Routed WL: 772 microns
Detailed placement HPWL: 538 microns
Total cell area reported by yosys after synthesis: 270 sq um
Setup crit start kind: flop
Diode insertion count for antenna repair: 0
Register area share after synthesis: 37.0%
Internal power of the cells: 0.000304 W
Count of maximum capacitance violations: 0
Global router's overall resource usage: 2.46%
Number of logic stages on the critical path including buffering: 5
cell type report:
| cell class | count | area, sq um |
|---|---|---|
| flip-flops and latches | 5 | 114 |
| inverters | 3 | 13.8 |
| multi-input cells | 22 | 169 |
| clock buffers | 4 | 26.3 |
| fillers | 402 | 2930 |
| well taps | 46 | 57.6 |
| repair buffers | 11 | 101 |
synth_stat cells:
cell	n	area, sq um
sky130_fd_sc_hd__ha_1	2	25.0
sky130_fd_sc_hd__dfxtp_1	5	100
sky130_fd_sc_hd__nor3b_1	1	7.51
sky130_fd_sc_hd__nand2b_1	1	6.26
sky130_fd_sc_hd__nor3_1	2	10.0
sky130_fd_sc_hd__a21oi_1	4	20.0
sky130_fd_sc_hd__nand3_1	2	10.0
sky130_fd_sc_hd__inv_1	3	11.3
sky130_fd_sc_hd__nand4b_1	1	8.76
sky130_fd_sc_hd__nand2_1	1	3.75
sky130_fd_sc_hd__o21ai_0	1	5.00
sky130_fd_sc_hd__xor2_1	1	8.76
sky130_fd_sc_hd__nand2_2	1	6.26
sky130_fd_sc_hd__nor2b_1	1	6.26
sky130_fd_sc_hd__a31oi_1	2	12.5
sky130_fd_sc_hd__mux2_2	1	11.3
sky130_fd_sc_hd__buf_6	1	11.3
sky130_fd_sc_hd__or3_1	1	6.26
power by group through the flow:
stage,Clock (W),Combinational [W],Sequential [W]
4_1_cts,0.000187,0.0000591,0.000159
5_1_grt,0.000198,0.0000614,0.000167
6_report,0.000181,0.0000552,0.000166
logic make-up (layout without fill, tap and decap cells):
group                    after synthesis  count (layout)  share of synthesized area (%)
AND-OR/OR-AND                          7               7                           13.9
XOR/XNOR                               1               1                           3.24
adder cells (fa/ha/maj)                2               2                           9.26
buffers and inverters                  4              18                           8.33
flip-flops                             5               5                           37.0
multiplexers                           1               1                           4.17
AND/OR/NAND/NOR                       11              11                           24.1
repair_timing:
item,4_1_cts,5_1_grt
setup endpoints to repair,5,5
buffers inserted,3,0
resized,12,8
pin swaps,1,3
registers in the layout (all words and copies together) (netlist names):
name   cells
state      4
z          1
worst min path at each step:
stage     depth (start not counted)       end  slack (ns)
4_1_cts                           3         z        0.56
5_1_grt                           2  state[0]        0.58
6_report                          3         z        0.56
per-stage QoR:
| step | TNS (ns) | area (sq um) | total power [W] |
|---|---|---|---|
| after detailed placement | -0.267 | 409 | 0.000218 |
| final | 0 | 482 | 0.000402 |
| after CTS | 0 | 470 | 0.000405 |
| after floorplan | 0 | 270 | 0.000192 |
| after global routing | 0 | 482 | 0.000426 |
| after global placement | -0.148 | 409 | 0.000216 |
layer usage:
layer  GRT usage [%]  up-vias  part of all wire, %
li1                -      137                    -
met1            3.88      128                   56
met3            2.05        2                   14
met2            2.17       12                   29
met5               0        -                    0
met4           0.528        0                  1.0
tightest hold or removal path, stage by stage (launching register included):
cell,delay [ns]
sky130_fd_sc_hd__dfxtp_2,0.31
sky130_fd_sc_hd__inv_1,0.04
sky130_fd_sc_hd__mux2_2,0.14
sky130_fd_sc_hd__nor3_2,0.03
Power is estimated from default activity; no workload was simulated.
