`flow/run.sh`:
```
#!/bin/bash
# OpenROAD 26Q1-2900-gdf79404cd8, Yosys 0.63+post, stock flow scripts
make -C /OpenROAD-flow-scripts/flow DESIGN_CONFIG=/design/flow/config.mk WORK_HOME=/design/flow/orfs finish
```
`flow/config.mk`:
```
export PLATFORM = sky130hd
export DESIGN_NAME = updown
export DESIGN_NICKNAME = updown
export VERILOG_FILES = /design/flow/design.v
export SDC_FILE = /design/flow/constraint.sdc
export NUM_CORES = 4
export LEC_CHECK = 1
export CORE_AREA = 10 10 70 70
export DIE_AREA = 0 0 80 80
```
`flow/constraint.sdc`:
```
current_design updown

set clk_period 2.1
set clk_io_pct 0.2

create_clock -name clk0 -period $clk_period [get_ports {clk}]

set non_clock_inputs [all_inputs -no_clocks]
set_input_delay [expr $clk_period * $clk_io_pct] -clock clk0 $non_clock_inputs
set_output_delay [expr $clk_period * $clk_io_pct] -clock clk0 [all_outputs]
```
`flow/design.v`:
```
`timescale 1ns / 1ps
module updown(
    input clk, reset, u0d1,
    output reg [3:0] out,
    output reg [6:0] dp,
    output reg digit
    );
    initial out = 4'b0000;
    always @(posedge clk) begin
        if (reset == 1'b1) begin
            out <= 1'b0000;
        end
        else if (u0d1 == 1'b0) begin
                out <= out + 1;
                dp[0] <= 0;
                dp[1] <= 1;
                dp[2] <= 1;
                dp[3] <= 1;
                dp[4] <= 1;
                dp[5] <= 1;
                dp[6] <= 0;
        end
        else if (u0d1 == 1'b1) begin
                out <= out - 1;
                dp[0] <= 0;
                dp[1] <= 1;
                dp[2] <= 1;
                dp[3] <= 1;
                dp[4] <= 1;
                dp[5] <= 0;
                dp[6] <= 1;
        end
        digit <= dp[0] | dp[1] | dp[2] | dp[3] | dp[4] | dp[5] | dp[6];
    end
endmodule
```
==> summary.json <==
{
  "run_status": {"value": "completed"},
  "synth_simple_gate_area_share": {"value": 6.773, "unit": "%"},
  "mappedNetlistArea": {"value": 314.1, "unit": "sq um"},
  "finalWirelength": {"value": 604, "unit": "um"},
  "finalClockPeriodUsage": {"value": 77.29, "unit": "%"},
  "detailed_place.area": {"value": 421.7, "unit": "sq um"},
  "yosys-stat-cells": {"value": 31},
  "dr_total_vias": {"value": 216},
  "ys_sh_adder": {"value": 14.34, "unit": "%"},
  "power-per-cell-area": {"value": 789.4, "unit": "nW/um^2"},
  "rsz0062_at_grt": {"value": "no"},
  "post_cts.resized_instances": {"value": 0},
  "yosys.stat.seqShare": {"value": 44.62, "unit": "%"},
  "layout_cell_share_with_drive_strength_beyond_1": {"value": 12.20, "unit": "%"},
  "cts-root-buf": {"value": "sky130_fd_sc_hd__clkbuf_4"},
  "port_buffers": {"value": 8},
  "global_route.overflow_total": {"value": 0},
  "number_of_buffers_created_by_cts": {"value": 3},
  "syn2layout_area_growth": {"value": 42.63, "unit": "%"},
  "maxClockFrequency": {"value": 616.1, "unit": "MHz"},
  "h-tree-depth": {"value": 1},
  "post-place-ws": {"value": 0.2406, "unit": "ns"},
  "ctsLongestPathBuffers": {"value": 2},
  "cpMaxStageDelayCell": {"value": "sky130_fd_sc_hd__clkdlybuf4s50_1"},
  "std_cell_rows": {"value": 21},
  "nFillCells": {"value": 398},
  "timing.clock.skew": {"value": 0.005328, "unit": "ns"},
  "report.final.setup_viol": {"value": 0},
  "io-pin-count": {"value": 15},
  "synthAoiAreaFrac": {"value": 7.171, "unit": "%"},
  "cts_post_setup_buffers_inserted": {"value": 0},
  "path_buffers": {"value": 2},
  "critical_path.startpoint_type": {"value": "input pin"},
  "ctsHoldBuffers": {"value": 0},
  "mux_share_of_post_synthesis_cell_area": {"value": 0, "unit": "%"},
  "enable_flop_cells": {"value": 2},
  "cap_viol_max_count": {"value": 0},
  "vdd_ir_drop_max": {"value": 137.4, "unit": "uV"},
  "fin_area": {"value": 447.9, "unit": "sq um"},
  "synth.yosys.chip_area": {"value": 314.1, "unit": "sq um"},
  "cp.required": {"value": 2.22, "unit": "ns"},
  "worst_min_delay_path_class": {"value": "reg -> reg"},
  "worst_ep_arrival_time": {"value": 1.75, "unit": "ns"},
  "total_leakage_power": {"value": 0.1819, "unit": "nW"},
  "drt_pre_antenna_iters": {"value": 2},
  "postSynthRegisterBits": {"value": 6},
  "fp.coreArea": {"value": 3416, "unit": "sq um"},
  "synth_area_per_cell": {"value": 10.13, "unit": "sq um"},
  "vias_in_the_first_global_route": {"value": 216},
  "wl_per_cell": {"value": 6.943, "unit": "um"},
  "setup.worst_path.end_class": {"value": "flop"},
  "remaining_drc_errors": {"value": 0},
  "fp_util": {"value": 9.194, "unit": "%"},
  "critical_path.cell_chain": {"value": "clkdlybuf4s50_1 -> inv_1 -> fa_1 -> xor2_1 -> nor2_1"},
  "place.gp.congestion": {"value": 0.7252},
  "final_period_minus_worst_setup_slack": {"value": 1.623, "unit": "ns"},
  "dieHeight": {"value": 80, "unit": "um"},
  "grt.total_usage": {"value": 1.837, "unit": "%"},
  "viasPerCell": {"value": 2.483},
  "totalNegativeSetupSlack": {"value": 0, "unit": "ns"},
  "die-width": {"value": 80, "unit": "um"},
  "cts_num_sinks": {"value": 6},
  "netlist_instances": {"value": 31},
  "worst-setup-path-type": {"value": "in -> reg"},
  "cts_tree": {"value": "built"},
  "cts.reportedPaths.clkPinSlew": {"value": 0.04, "unit": "ns"},
  "number_of_antenna_violations_at_the_first_check_in_global_routing": {"value": 0},
  "critPathTopFamily": {"value": "buffers and inverters"},
  "violation_count_after_the_first_detailed_routing_iteration": {"value": 9},
  "hold_slack": {"value": 0.4634, "unit": "ns"},
  "clock.latency.late_pin": {"value": 0.24, "unit": "ns"},
  "setup_slack": {"value": 0.4769, "unit": "ns"},
  "yosys_warnings": {"value": 1},
  "ant_nets": {"value": 0},
  "grt_start_max_net_pins": {"value": 6},
  "stage_log_warnings": {"value": 25},
  "synth_cell_type_count": {"value": 13},
  "p_total": {"value": 353.6, "unit": "uW"},
  "xor_area_share": {"value": 5.578, "unit": "%"},
  "postSynth.topFlopCell": {"value": "sky130_fd_sc_hd__dfxtp_1"},
  "finalHoldViolCount": {"value": 0},
  "first_pass_grt_wire_length": {"value": 917, "unit": "um"},
  "asyncSetResetFlopFracSynth": {"value": 0, "unit": "%"},
  "topCombFamilyByArea": {"value": "buffers and inverters"},
  "critPathMaxStageDelay": {"value": 0.57, "unit": "ns"},
  "maximum_fanout_encountered_on_the_critical_timing_path": {"value": 5},
  "report.final.slew_viol_count": {"value": 0},
  "die_area": {"value": 6400, "unit": "sq um"},
  "detail_route.antenna_diodes": {"value": 0},
  "hpwl": {"value": 493, "unit": "um"}
}
## cell type report
| cell class | count | area [sq um] | share of cell area [%] |
|---|---|---|---|
| flip-flops and latches | 6 | 140.1 | 31.28 |
| multi-input cells | 19 | 128.9 | 28.77 |
| repair buffers | 8 | 80.08 | 17.88 |
| well taps | 46 | 57.56 | 12.85 |
| clock buffers | 4 | 26.28 | 5.866 |
| inverters | 4 | 15.01 | 3.352 |
## cells in the mapped netlist (2+ instances only)
cell type / count / area share [%]
sky130_fd_sc_hd__buf_4: 6 / 14
sky130_fd_sc_hd__conb_1: 2 / 2.4
sky130_fd_sc_hd__dfxtp_1: 4 / 25
sky130_fd_sc_hd__edfxtp_1: 2 / 19
sky130_fd_sc_hd__ha_1: 2 / 8.0
sky130_fd_sc_hd__inv_1: 4 / 4.8
sky130_fd_sc_hd__nand3_1: 2 / 3.2
sky130_fd_sc_hd__nor2_1: 3 / 3.6
sky130_fd_sc_hd__xor2_1: 2 / 5.6
## worst reg2reg max path, cell delays in order, from the launching register on
cell and delay [ns]:
sky130_fd_sc_hd__dfxtp_1 0.37, sky130_fd_sc_hd__inv_1 0.07, sky130_fd_sc_hd__fa_1 0.40, sky130_fd_sc_hd__xor2_1 0.16, sky130_fd_sc_hd__nor2_1 0.05
## through the flow
stage / std cells / util [%]
floorplan: 35 / -
global placement: 83 / 12.34
detailed placement: 83 / 12.34
CTS: 87 / 13.11
global route: 87 / 13.11
finish: 87 / 13.11
## kinds of logic after synthesis
logic type	after synthesis
AND-OR/OR-AND	3
XOR/XNOR	2
adder cells (fa/ha/maj)	3
buffers and inverters	10
flip-flops	6
other	2
AND/OR/NAND/NOR	5
## layer usage
layer  up-vias  wire length, um  GRT usage (%)
met1        97              270          2.153
met5         -                0              0
met2        15              219          2.568
met4         0                0         0.1761
met3         0              114          1.591
li1        104                -              -
## layout by cell type (no fill, tap or decap)
cell | netlist | routed
sky130_fd_sc_hd__clkbuf_4 | 0 | 3
sky130_fd_sc_hd__fa_1 | 1 | 1
sky130_fd_sc_hd__clkbuf_1 | 0 | 1
sky130_fd_sc_hd__conb_1 | 2 | 6
sky130_fd_sc_hd__nor2_1 | 3 | 3
sky130_fd_sc_hd__edfxtp_1 | 2 | 2
sky130_fd_sc_hd__inv_1 | 4 | 4
sky130_fd_sc_hd__a21oi_1 | 1 | 1
sky130_fd_sc_hd__nand3_1 | 2 | 2
sky130_fd_sc_hd__a21o_2 | 1 | 1
sky130_fd_sc_hd__a21oi_2 | 1 | 1
sky130_fd_sc_hd__clkdlybuf4s50_1 | 0 | 8
sky130_fd_sc_hd__ha_1 | 2 | 2
sky130_fd_sc_hd__dfxtp_1 | 4 | 4
sky130_fd_sc_hd__xor2_1 | 2 | 2
## final timing paths
kind,startpoint,to,slack (ns),depth (start not counted)
hold / removal,out[0]$_SDFF_PP0_,out[0]$_SDFF_PP0_,0.46,1
setup / recovery,u0d1,out[2]$_SDFF_PP0_,0.48,5
hold reg to reg,out[0]$_SDFF_PP0_,out[0]$_SDFF_PP0_,0.46,1
setup reg to reg,out[0]$_SDFF_PP0_,out[2]$_SDFF_PP0_,0.93,4
## registers in the layout (all words and copies together), names as in the netlist
register  cells
out           4
dp            2
## power by group
part           leakage (nW)  switching (mW)  internal, mW
Sequential           0.0530          0.0113         0.138
Combinational         0.114          0.0350        0.0558
Clock                0.0150          0.0412        0.0719
No activity file was given, so power comes from the tool's default toggle rates.
